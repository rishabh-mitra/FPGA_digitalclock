## flow/run.sh

```bash
#!/bin/bash
# OpenROAD 26Q1-2900-gdf79404cd8, Yosys 0.63+post, stock flow scripts
make -C /OpenROAD-flow-scripts/flow DESIGN_CONFIG=/design/flow/config.mk WORK_HOME=/design/flow/orfs finish
```

## flow/config.mk

```make
export PLATFORM = sky130hd
export DESIGN_NAME = digital_clock
export DESIGN_NICKNAME = digital_clock
export VERILOG_FILES = /design/flow/design.v
export SDC_FILE = /design/flow/constraint.sdc
export NUM_CORES = 4
export LEC_CHECK = 1
export CORE_UTILIZATION = 40
```

## flow/constraint.sdc

```tcl
current_design digital_clock

set clk_period 3.0
set clk_io_pct 0.2

create_clock -name clk0 -period $clk_period [get_ports {clock}]

set non_clock_inputs [all_inputs -no_clocks]
set_input_delay [expr $clk_period * $clk_io_pct] -clock clk0 $non_clock_inputs
set_output_delay [expr $clk_period * $clk_io_pct] -clock clk0 [all_outputs]
```

## flow/design.v

```verilog
`timescale 1ns / 1ps
module digital_clock(
  input clock,
    input reset,
    output a,
    output b,
    output c,
    output d,
    output e,
    output f,
    output g,
    output dp,
    output [7:0]an
    );
reg [3:0]first;  
reg [3:0]second;  
reg [3:0]third;  
reg [3:0]fourth;  
reg [3:0]fifth;  
reg [3:0]sixth;  
reg [3:0]seventh;  
reg [3:0]eighth;  
reg [21:0] delay;  
wire test;
always @ (posedge clock or posedge reset)
 begin
  if (reset)
   delay <= 0;
  else
   delay <= delay + 1;
 end
assign test = delay[19];  
always @ (posedge test or posedge reset)
 begin
  if (reset) begin
   first <= 0;
   second <= 0;
   third <= 0;
   fourth <= 0;
   fifth <= 4'd8;        
   sixth <= 4'd4;        
   seventh <= 4'd5;      
   eighth <= 4'd1;       
  end
   else if (first==4'd9) begin  
    first <= 0;
     if (second == 4'd9) begin 
      second <= 0;
       if (third == 4'd9) begin 
        third <= 0;
        if (fourth == 4'd5 ) begin
          fourth <= 0;
          if (fifth == 4'd9) begin
            fifth <= 0;
            if (sixth == 4'd5) begin
            sixth <= 0;
              if (seventh == 4'd3) begin
                seventh <= 0;
                if (eighth == 4'd2)
                eighth <= 0; 
      else
       eighth <= eighth + 1; 
       end 
       else
       seventh <= seventh + 1;
       end
       else
       sixth <= sixth + 1;
       end 
      else
       fifth <= fifth + 1;
       end 
       else
       fourth <= fourth + 1;
       end 
       else
       third <= third + 1;
       end 
       else
       second <= second + 1;
       end 
   else
    first <= first + 1;
  end
localparam N = 18;
reg [N-1:0]count;
always @ (posedge clock or posedge reset)
 begin
  if (reset)
   count <= 0;
  else
   count <= count + 1;
 end
reg [6:0]sseg;
reg [7:0]an_temp;
always @ (*)
 begin
  case(count[N-1:N-3])
   3'b000 : 
    begin
     sseg = first;
     an_temp = 8'b11111110;
    end
   3'b001:
    begin
     sseg = second;
     an_temp = 8'b11111101;
    end
   3'b010:
    begin
     sseg = third; 
     an_temp = 8'b11111011;
    end
   3'b011:
    begin
     sseg = fourth; 
     an_temp = 8'b11110111;
    end
    3'b100:
    begin
     sseg = fifth; 
     an_temp = 8'b11101111;
    end
    3'b101:
    begin
     sseg = sixth; 
     an_temp = 8'b11011111;
    end
    3'b110:
    begin
     sseg = seventh; 
     an_temp = 8'b10111111;
    end
    3'b111:
    begin
     sseg = eighth; 
     an_temp = 8'b01111111;
    end
  endcase
 end
assign an = an_temp;
reg [6:0] sseg_temp; 
always @ (*)
 begin
  case(sseg)
   4'd0 : sseg_temp = 7'b1000000;  
   4'd1 : sseg_temp = 7'b1111001;  
   4'd2 : sseg_temp = 7'b0100100;  
   4'd3 : sseg_temp = 7'b0110000;  
   4'd4 : sseg_temp = 7'b0011001;  
   4'd5 : sseg_temp = 7'b0010010;  
   4'd6 : sseg_temp = 7'b0000010;  
   4'd7 : sseg_temp = 7'b1111000;  
   4'd8 : sseg_temp = 7'b0000000;  
   4'd9 : sseg_temp = 7'b0010000;  
   default : sseg_temp = 7'b0111111;  
  endcase
 end
assign {g, f, e, d, c, b, a} = sseg_temp; 
assign dp = 1'b1;  
endmodule
```

==> run notes <==
The flow completed. After filler insertion, the fill cell instance count of the layout stands at 778. For this run, the leading register cell type out of synthesis is dfrtp_1. Pre-placement core utilization landed at 0.418.

Final number of setup-violating endpoints landed at 4. Across all checked pins, the minimum headroom to the slew limit is 0.598. Synthesis produced about 360 cells.

Sequential fraction of the synthesis area landed at 0.475. Of the total synthesized cell area, the portion taken by AND, OR, NAND and NOR gates is 0.215. Via count normalized by instance count landed at slightly above 5. Power density of the placed cells landed at 215 mW/mm². Of the post-synthesis cell area, the part taken by muxes is 0.0657. Internal portion of total power landed at 0.760 mW. Across the VDD grid, the largest voltage drop is between 300 and 400 µV. For reference, the most critical setup path is categorized as flip-flop to output pin. The run finished, with violations left. Buffer and inverter count on the worst path landed at 6. Final setup slack of the worst path landed at -0.0759 ns. Vertical extent of the die landed at 98.1 µm. Clock share of power landed at 0.435. Of the total synthesized cell area, the portion taken by full adders, half adders and majority gates is 0.0203. After floorplanning, the die was sized to cover 0.00963 mm².

The script parses the final routing iteration and logs DRC violations as 0. Max-cap violation count landed at 0. STA classifies the critical path startpoint as a flip-flop. Of all flip-flops after synthesis, the portion carrying an async set or reset was 1.00. According to the report, the first pass of detailed routing completed in 23 iterations.

According to the floorplan log, the row count is 34. Wire length reported by the detailed router landed at 6.71 mm. The number of antenna diodes in the final layout is 0.

After synthesis, the largest family of logic cells by area is simple AND/OR/NAND/NOR gates. As reported, the later end of the worst-skew pair has a clock insertion delay of 0.28 ns. Peak per-stage delay on the critical path landed at around 0.50 ns.

Clock-pin slew on the worst setup and hold paths landed at 0.07 ns. The power report puts the leakage power at 1.93 nW. Number of max-slew violations in the final report landed at 0. Number of top-level design ports landed at 18. Biggest fanout along the worst timing path landed at 6. For this design, the slowest cell found on the critical path is mux4_2. Count of unclocked register or latch pins landed at 32. The number of global-route vias before repair is 2659. Summed over all instances, the cell type with the most area after synthesis is dfrtp_1.

Yosys mapped a number of flops with a built-in enable equal to 0. Clock tree synthesis selected as its root buffer the cell clkbuf_8. Per the synthesis report, the XOR/XNOR share of the synthesized area is 0.114. The critical path goes through buf_6 -> buf_6 -> mux2i_1 -> mux4_2 -> or2_4 -> buf_6 -> buf_6 -> buf_6 -> a21oi_2 -> a31oi_1 -> buf_2. Count of endpoints without a timing constraint landed at 32.

Time the worst path needs with I/O delays and setup landed at slightly above 3 ns. In this run, the synthesized area fraction spent on AND-OR/OR-AND gates is recorded as 0.0758. The share of synthesized area in the top cell type comes to 0.440. Total of buffers placed on input and output ports landed at 16.

For reference, the final report shows the hold violation count at 0. The tightest min-delay check is of the flip-flop to flip-flop type. Setup repair after global routing could not meet its margin everywhere. Worst clock skew on the final layout landed at 0.00572 ns. Per the CTS log, the maximum H-tree level is 2. The arrival time of data at the worst endpoint is listed as 2.48 ns. Number of design-rule violations left by the first detailed-router iteration landed at 85. The design draws 0.945 mW.

The synthesized netlist contains 57 unique library cells. After floorplanning, the core was sized to cover 0.00885 mm². Once detailed placement completed, the half-perimeter wirelength came to 4.89 mm. The synthesis run shows the most used standard cells to be 65 x dfrtp_1, 37 x nand2_1, 35 x xnor2_1. The congestion estimate from routability-driven global placement came to 0.808. Summed standard-cell area reported by yosys landed at about 0.0037 mm². The flow measured a signed area growth from synthesis to layout of 18.8%. Pin count of the biggest net entering global routing landed at 33. TritonCTS built the clock tree. Power spent charging and discharging nets landed at ~0.18 mW. Required time of the critical path landed at 2.40 ns. The checks that failed: setup timing. Count of antenna-violating nets left after detailed routing landed at 0. Of the total power, combinational logic draws 0.023. Warnings reported by Yosys during synthesis add up to 1. The global route stage reports its total congestion overflow as 0.

Number of buffers added by the clock tree synthesis step landed at 5. dfrtp_1 is the most common cell in the netlist. Global routing usage summed across all routing layers landed at 0.157. Switching share of power landed at 0.195. Total of flip-flops plus latches after synthesis landed at 70. The number of antenna violations at the first check in global routing is 0. Horizontal die size landed at 98.1 µm.

Achievable frequency landed at 0.325 GHz. Detailed routing inserted a total of 2655 vias. Maximum number of buffers from clock root to sink landed at 2. Per the Yosys statistics, synthesis produced 355 cells.

Logged for this run, the post-placement worst setup slack is -0.178 ns. STA classifies the critical path endpoint as an output pin. Across all hold checks on the routed design, the worst slack comes to 0.441 ns. Of the cells placed in the final design, the portion with a size suffix greater than 1 is 0.242. The timing report attributes the biggest portion of critical-path delay to buffers and inverters.

The timing report shows the most common cell along the critical path to be buf_6. The logs give a warning total of 29. Routed length per instance landed at approximately 13 µm. Global-route wire length before repair landed at 12.2 mm. The power report attributes to the sequential group a share of 0.542. Summing every instance area after synthesis gives around 0.0037 mm². The pin closest to its max-slew limit shows a slew of about 0.60 ns. Each instance of the synthesized netlist takes up on average 10.4 µm². Share of the clock period used by the worst path after layout landed at 1.03. The synthesis report lists the most area-consuming cells as dfrtp_1 44%, xnor2_1 8.3%, nand2_1 3.8%, dfstp_2 3.6%, mux2i_1 3.5%.
==> worst paths after layout <==
check                      slack [ns]  startpoint         to  cells after the start
max                             -0.08   count[15]          c                     11
min                              0.44    delay[0]   delay[0]                      1
max reg2reg                      1.43    delay[0]  delay[18]                      6
min reg2reg                      0.44    delay[0]   delay[0]                      1
max in group asynchronous        1.68       reset  delay[10]                      3
min in group asynchronous        0.70       reset   count[0]                      2
==> worst reg2reg max path: cells and delay by family, from the launching register on <==
kind,cells,cell delay (ns)
flip-flops,1,0.36
adder cells (fa/ha/maj),1,0.21
XOR/XNOR,1,0.16
AND/OR/NAND/NOR,4,0.75
==> power groups by stage <==
stage | sequential (mW) | clock, mW | combinational, mW
4_1_cts | 0.512 | 0.428 | 0.0235
5_1_grt | 0.512 | 0.443 | 0.0272
6_report | 0.512 | 0.411 | 0.0221
==> metal layers <==
| layer | up-vias | share of wire | GRT usage |
|---|---|---|---|
| met3 | 4 | 0.025 | 0.0153 |
| met5 | - | 0 | 0 |
| li1 | 1325 | - | - |
| met4 | 0 | 0.0057 | 0.00918 |
| met1 | 1289 | 0.51 | 0.255 |
| met2 | 37 | 0.46 | 0.252 |
==> flip-flops by register name, indices dropped and copies added (netlist names) <==
name / count
sixth: 4
fourth: 4
seventh: 4
count: 18
eighth: 4
delay: 20
second: 4
fifth: 4
third: 4
first: 4
==> cells in the final DEF, fill, tap and decap left out, drive strengths merged, types with 5 or more instances in the layout <==
master	count
nor3b	7
nand2	37
nor2	21
nand3	20
nand2b	9
dfstp	5
buf	43
clkbuf	7
dfrtp	65
inv	14
a21oi	9
mux2	8
xor2	13
xnor2	35
o21ai	11
nor3	5
ha	6
and3	7
mux2i	13
clkdlybuf4s50	9
nand4	8
a22o	6
==> metrics by stage <==
stage / instance area, µm² / TNS, ns / util / cells
floorplan: 3700 / 0 / - / 355
global placement: 4130 / -0.171 / 0.467 / 495
detailed placement: 4130 / -0.494 / 0.467 / 495
CTS: 4380 / -0.200 / 0.495 / 511
global route: 4390 / -0.755 / 0.497 / 513
finish: 4390 / -0.240 / 0.497 / 513
==> what timing repair did <==
| action | 4_1_cts | 5_1_grt |
|---|---|---|
| resized | 45 | 6 |
| setup endpoints to repair | 7 | 7 |
| buffers inserted | 10 | 3 |
| hold buffers | 0 | 0 |
| pin swaps | 16 | 6 |
==> final cells by class <==
type | count | area [µm²] | area share
Clock buffer | 5 | 68.8 | 0.0157
Inverter | 14 | 55.1 | 0.0125
Tap cell | 108 | 135 | 0.0308
Clock inverter | 3 | 40.0 | 0.00911
Sequential cell | 70 | 1760 | 0.401
Multi-Input combinational cell | 259 | 1900 | 0.432
Timing Repair Buffer | 54 | 437 | 0.0994
==> cells by family after synthesis <==
family | Yosys count
AND/OR/NAND/NOR | 140
multiplexers | 22
other | 1
AND-OR/OR-AND | 42
flip-flops | 70
XOR/XNOR | 48
buffers and inverters | 26
adder cells (fa/ha/maj) | 6
Power and IR drop assume default switching activity.
